==> /design/flow/run.sh <==
#!/bin/bash
# OpenROAD 26Q1-2900-gdf79404cd8, Yosys 0.63+post, stock flow scripts
make -C /OpenROAD-flow-scripts/flow DESIGN_CONFIG=/design/flow/config.mk WORK_HOME=/design/flow/orfs finish
==> /design/flow/config.mk <==
export PLATFORM = sky130hd
export DESIGN_NAME = serial_adder
export DESIGN_NICKNAME = serial_adder
export VERILOG_FILES = /design/flow/design.v
export SDC_FILE = /design/flow/constraint.sdc
export NUM_CORES = 4
export LEC_CHECK = 1
export CORE_AREA = 10 10 70 70
export DIE_AREA = 0 0 80 80
==> /design/flow/constraint.sdc <==
current_design serial_adder

set clk_period 2.1
set clk_io_pct 0.2

create_clock -name clk0 -period $clk_period [get_ports {clk}]

set non_clock_inputs [all_inputs -no_clocks]
set_input_delay [expr $clk_period * $clk_io_pct] -clock clk0 $non_clock_inputs
set_output_delay [expr $clk_period * $clk_io_pct] -clock clk0 [all_outputs]
==> /design/flow/design.v <==
module full_adder(a,b,cin,sum,cout);
input a;
input b;
input cin;
output sum;
output cout;
assign sum=a^b^cin;
assign cout=(a&b)|(b&cin)|(cin&a);
endmodule
module piso (clk,reset,load,shift,d_in,d_out);
input clk;
input reset;
input load;
input shift;
input [3:0] d_in;
output reg d_out;
reg [3:0] mem;
reg [2:0] counter;
reg flag;
always@(posedge clk) begin
	if(reset)
		mem<=4'b0000;
 	if(!reset) begin
		if(load) begin	 
			mem<=d_in; 
			end
		if(shift) begin
				if(counter!=3'b011) begin
				mem<=mem>>1'b1;
				flag<=1'b1;      
				counter<=counter+1'b1;
					end
				else			
				counter<=3'b000;
			 end
			 if(flag==1'b1) begin
					d_out<=mem[0];
				end
	end
end
endmodule
module single_shift(clk,reset,load,shift,a,y);
input a;
input clk;
input reset;
input shift;
input load;
output reg y;
reg [2:0]count;
initial 
begin
count=3'b000;
y<=1'b0;
end
always@(posedge clk) begin
if(reset) 
	y<=1'b0;
else  
	begin
	if(count<3'b111) begin
		y<=1'b0;
		count<=count+1'b1;
		end
	else 
		y<=a;
	end
end
endmodule
module sipo (clk,reset,a,shift,out);
input clk;
input reset;
input shift;
input a;
output reg [3:0]out;
reg [3:0]mem;
reg [2:0]counter;
always@(posedge clk) begin
 if(reset) begin
 	mem=4'b0000;
 	end
 if(!reset) begin
 		if(shift)begin
			if(counter<3'b100) begin
			mem[3]<=a;
 			mem=mem>>1'b1;
 			counter<=counter+1'b1;
 			out<=4'b0000;
 				end
 			else	 begin
 			counter<=3'b000;
 			out<=mem;
 			end
	end
end
end
endmodule
module serial_adder(clk,load,reset,shift,a,b,sum);
input clk;
input load;
input shift;
input reset;
input [3:0]a;
input [3:0]b;
output [3:0]sum;
wire w1;
wire w2;
wire w3;
wire w4;
wire w5;
piso p1 (.clk(clk),.reset(reset),.load(load),.shift(shift),.d_in(a),.d_out(w1));
piso p2 (.clk(clk),.reset(reset),.load(load),.shift(shift),.d_in(b),.d_out(w2));
full_adder f1 (.a(w1),.b(w2),.cin(w4),.sum(w5),.cout(w3));
single_shift s1(.clk(clk),.reset(reset),.shift(shift),.load(load),.a(w3),.y(w4));
sipo sp1 (.clk(clk),.reset(reset),.shift(shift),.a(w5),.out(sum));
endmodule
==> impl_metrics.sql <==
-- physical implementation figures
INSERT INTO impl_metrics (metric_group, metric, value, unit) VALUES
('status', 'status', 'finished, final reports clean', ''),
('placement', 'dpl_worst_slack', '0.4939', 'ns'),
('floorplan', 'floorplanUtilization', '12.64', '%'),
('worst_setup_path', 'cpMaxStageDelayCell', 'clkdlybuf4s50_1', ''),
('pwr', 'power.density_cell_area', '690.5', 'nW/µm²'),
('drt', 'routedWlPerCell', '7.330', 'µm'),
('global_route', 'grt_util_met2', '2.648', '%'),
('final_timing', 'worst_slew_margin_rel', '83.69', '%'),
('global_route', 'gr-usage-met3', '1.705', '%'),
('worst_setup_path', 'worst_ep_arrival_time', '1.05', 'ns'),
('cts', 'max-clock-path-buffers', '2', ''),
('final_timing', 'final.setup_skew', '0.001137', 'ns'),
('worst_setup_path', 'worst-path-max-fanout', '1', ''),
('floorplan', 'die_h', '80', 'µm'),
('drt', 'detailedRoute.firstPassIterationCount', '1', ''),
('final_timing', 'worst_hold_slack', '0.4783', 'ns'),
('logic_synthesis', 'area_reported_by_yosys_stat', '431.7', 'µm²'),
('logic_synthesis', 'synth_cell_types', '11', ''),
('worst_setup_path', 'kind_of_cell_with_the_highest_combined_delay_on_the_critical_path', 'buffers and inverters', ''),
('logic_synthesis', 'yosys_cells', '31', ''),
('worst_setup_path', 'crit_chain', 'clkdlybuf4s50_1', ''),
('pwr', 'ir_worst_vdd', '0.09757', 'mV'),
('worst_setup_path', 'regToRegSetupSlack', '0.98', 'ns'),
('worst_hold_path', 'worstHoldEndpoint', 'sp1.mem[0]', ''),
('placement', 'hpwlAfterDp', '521.9', 'µm'),
('drt', 'dr.first_iter.drc_count', '0', ''),
('cells_and_area', 'instances_no_fill', '88', ''),
('worst_setup_path', 'timing.rr.start', 'sp1.counter[2]', ''),
('drt', 'postRouteWirelength', '645', 'µm'),
('cts', 'clock_sink_count', '11', ''),
('logic_synthesis', 'top_area_share', '48.70', '%'),
('cts', 'post_cts.resized_instances', '0', ''),
('cts', 'worst_setup_hold_path_clk_slew', '0.06', 'ns'),
('global_route', 'global_route.overflow_total', '0', ''),
('drt', 'drt_drc_violations_left', '0', ''),
('global_route', 'grt_pass1_wl', '1076', 'µm'),
('cts', 'h_tree_depth', '1', ''),
('drt', 'antenna_violating_nets_post_route', '0', ''),
('pwr', 'total_power', '0.4026', 'mW'),
('cts', 'clock_latency_on_the_worst_skew_pair', '0.26', 'ns'),
('logic_synthesis', 'ff_type', 'edfxtp_1', ''),
('global_route', 'grt_util_met1', '2.562', '%'),
('cells_and_area', 'num-fill-cells', '385', ''),
('global_route', 'grt_use_total', '2.090', '%'),
('logic_synthesis', 'ys_async_sr_fraction', '0', '%'),
('placement', 'place_area', '556.8', 'µm²'),
('floorplan', 'std_cell_rows', '21', ''),
('final_timing', 'setup-violations-final', '0', ''),
('cells_and_area', 'area_delta_synth_final', '35.07', '%'),
('drt', 'vias_per_cell', '2.852', ''),
('final_timing', 'tns', '0', 'ns'),
('cells_and_area', 'drive_gt1_share', '11.90', '%'),
('final_timing', 'final.setup.worst_slack', '0.6260', 'ns'),
('global_route', 'grt_pass1_vias', '252', ''),
('final_timing', 'achievable-frequency', '678.4', 'MHz'),
('floorplan', 'die_x', '80', 'µm'),
('final_timing', 'period_used_share', '70.19', '%'),
('floorplan', 'floorplan.die_area', '6400', 'µm²'),
('final_timing', 'unrepaired_setup_endpoints_after_global_routing', 'false', ''),
('worst_setup_path', 'critical_path.max_stage_delay', '0.47', 'ns'),
('cts', 'post-cts-setup-buffers', '0', ''),
('worst_setup_path', 'setup.worst_path.class', 'flop to output port', ''),
('pwr', 'static-leakage-power', '0.2034', 'nW'),
('floorplan', 'coreArea', '3416', 'µm²'),
('placement', 'finalWeightedCongestion', '0.6624', ''),
('worst_setup_path', 'critical_path.startpoint_type', 'flop', ''),
('placement', 'portBuffers', '6', ''),
('logic_synthesis', 'synthDominantAreaCellType', 'edfxtp_1', ''),
('floorplan', 'ios', '16', ''),
('worst_hold_path', 'hold_class', 'flop to flop', ''),
('global_route', 'grt-busiest-layer', 'met2', '');
[routing by layer]
layer / vias up / wire (µm)
met1: 112 / 311
met4: 0 / 14
li1: 127 / -
met2: 8 / 242
met5: - / 0
met3: 4 / 77
[power breakdown]
group	switching (mW)	internal [mW]	leakage [nW]
registers	0.00302	0.236	0.0937
clock network	0.0648	0.0734	0.0150
logic	0.00824	0.0170	0.0948
[registers in the layout, indices dropped and copies added (netlist names)]
| signal | flops |
|---|---|
| sp1.counter | 3 |
| sp1.mem | 4 |
| sp1.out | 4 |
[kinds of logic after synthesis]
kind of cell	Yosys count	synth area share, %
multiplexers	3	6.957
adder cells (fa/ha/maj)	1	2.898
buffers and inverters	1	0.8687
AND/OR/NAND/NOR	15	22.03
flip-flops	11	67.25
[how the worst max path moves through the flow]
stage     endpoint  slack (ns)  cells after the start
5_1_grt     sum[0]        0.58                      1
6_report    sum[0]        0.63                      1
4_1_cts     sum[3]        0.60                      1
[area by class of cell]
class,instances,area [µm²],share of cell area [%]
clock buffers,4,26.28,4.506
inverters,1,3.754,0.6438
multi-input cells,19,137.6,23.61
flip-flops and latches,11,290.3,49.79
well taps,46,57.56,9.871
repair buffers,7,67.56,11.59
[cells in the final DEF (no fill, tap or decap), drive strengths merged]
master / count
clkbuf: 4
inv: 1
nor2b: 4
nor2: 3
clkdlybuf4s50: 6
nand2b: 4
and2: 3
mux2i: 3
ha: 1
dfxtp: 4
edfxtp: 7
and2b: 1
buf: 1
Power and IR drop assume default switching activity.
